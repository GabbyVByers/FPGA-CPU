## flow/config.mk

```make
export PLATFORM = sky130hd
export DESIGN_NAME = DATA_BUS_HUB
export DESIGN_NICKNAME = DATA_BUS_HUB
export VERILOG_FILES = /design/flow/design.v
export SDC_FILE = /design/flow/constraint.sdc
export NUM_CORES = 4
export LEC_CHECK = 1
export CORE_AREA = 10 10 74 74
export DIE_AREA = 0 0 84 84
export SYNTH_HDL_FRONTEND = slang
```

## flow/constraint.sdc

```tcl
current_design DATA_BUS_HUB

set clk_period 1.2
set clk_io_pct 0.2

create_clock -name clk0 -period $clk_period

set non_clock_inputs [all_inputs -no_clocks]
set_input_delay [expr $clk_period * $clk_io_pct] -clock clk0 $non_clock_inputs
set_output_delay [expr $clk_period * $clk_io_pct] -clock clk0 [all_outputs]
```

## flow/run.sh

```bash
#!/bin/bash
# OpenROAD 26Q1-2900-gdf79404cd8, Yosys 0.63+post, stock flow scripts
make -C /OpenROAD-flow-scripts/flow DESIGN_CONFIG=/design/flow/config.mk WORK_HOME=/design/flow/orfs finish
```

## flow/design.v

```verilog
module DATA_BUS_HUB (
	input  wire [15:0] DST,
	input  wire [15:0] SRC,
	input  wire [15:0] RAM,
	input  wire [15:0] PC,
	input  wire [15:0] OPERAND,
	input  wire [15:0] KEYBOARD,
	input  wire [15:0] SP,
	input  wire [15:0] ALU,
	input  wire        ENABLE_DST_DATA_BUS,
	input  wire        ENABLE_SRC_DATA_BUS,
	input  wire        ENABLE_RAM_DATA_BUS,
	input  wire        ENABLE_PC_DATA_BUS,
	input  wire        ENABLE_OPERAND_DATA_BUS,
	input  wire        ENABLE_KEYBOARD_DATA_BUS,
	input  wire        ENABLE_SP_DATA_BUS,
	output wire [15:0] DATA_BUS
);
assign DATA_BUS = (ENABLE_DST_DATA_BUS?      DST      : 16'd0) |
                  (ENABLE_SRC_DATA_BUS?      SRC      : 16'd0) |
                  (ENABLE_RAM_DATA_BUS?      RAM      : 16'd0) |
                  (ENABLE_PC_DATA_BUS?       PC       : 16'd0) |
                  (ENABLE_OPERAND_DATA_BUS?  OPERAND  : 16'd0) |
                  (ENABLE_KEYBOARD_DATA_BUS? KEYBOARD : 16'd0) |
                  (ENABLE_SP_DATA_BUS?       SP       : 16'd0) |
						 ALU;
endmodule
```

==> run notes <==
fresh numbers from the pnr run: Tmin final 1.433 ns, hold_sp SRC[1], depth of the worst hold-timing path 4, IO Pins 151, Final WS setup -0.2327 ns, Flops 0, DRC Markers 0, hold endpoint DATA_BUS[1], total grt overflow 0, critical path class in -> out, Max VDD drop 0.1638 mV, Crit. End Element output pin, CP max-delay cell a22o_1, outcome finished, violations left, worst-path cell chain buf_6 > buf_6 > buf_12 > a22o_1 > a221oi_2 > nand3_1 > buf_2, Worst Path Required 0.96 ns, Hold Crit Class in -> out, clock buffers 0, layout cell share with drive strength beyond 1 29.77%, Gate Count Post-Synth 94, vias after detailed routing 1536, most frequent cells in the layout clkdlybuf4s50_1, dlygate4sd2_1, buf_6, buf_2, total negative setup slack -2.384 ns, Die ar. 7056 µm², most frequent logic cell in the layout clkdlybuf4s50_1, Distinct cells, synth 10, Final Hold Slack 0.8130 ns, largest net degree at the start of global routing 11, endpoints failing hold 0, TritonRoute pass-1 iters 4, Yosys chip area 691.9 µm², number of port buffers 151, failing checks negative setup slack, FP Rows 23, Crit Path Max Fanout 4, Worst Tran Pin Value 0.2524 ns, Register Area 0 µm², DRT iter0 DRCs 40, core area 3971 µm², Pleak 1.023 nW, first-pass GRT wire length 9418 µm, Power Density 317.6 nW/µm², Synth Cell Area 691.9 µm², Final period util 119.4%, vias in the first global route 1802, Buf+Inv Stages, Crit Path 4, Vias/cell 4.907, DP HPWL 5250 µm, Top Family by Delay on Critical Path buffers and inverters, DRT antenna net count 0, gr usage total 16.25%, floorplan utilization 17.42%, Area Overhead vs Synth 256.8%, Routability Congestion 0.8974, Die X 84 µm, Final setup viols 16, critical path launch point type primary input, Synth Warn # 0, # Cells Yosys 94, Slew Limit Headroom 83.18%, count of tool warnings 35, fmax 698.0 MHz, maxcap violations 0, unrepaired setup endpoints after global routing true, Max stage delay on crit path 0.22 ns, Pwr Total 0.7840 mW, WL final 5961 µm, Slew Limit Fails 0, register share after synthesis 0%, post-synthesis area per instance 7.361 µm², dpl ws -0.9407 ns, initial antenna violation count 1, Die H 84 µm, DR WL/cell 19.04 µm, crit-path most repeated cell buf_6, Critical Path AT 1.19 ns, post-layout util 62.16%, # hold bufs at CTS 0
-- cell families after synthesis --
family | synth area share [%]
AND/OR/NAND/NOR | 11.57
buffers and inverters | 13.56
AND-OR/OR-AND | 74.86
-- Yosys cell counts --
cell type | number | area [µm²]
buf_6 | 4 | 45.04
nand3_1 | 16 | 80.08
a221oi_1 | 10 | 87.58
buf_4 | 2 | 15.01
a21oi_1 | 16 | 80.08
a221oi_2 | 6 | 90.09
a22oi_1 | 16 | 120.1
a22o_1 | 16 | 140.1
clkbuf_1 | 5 | 18.77
buf_2 | 3 | 15.01
-- how the worst max path moves through the flow --
stage                               start           to  slack [ns]  depth (start not counted)
after CTS             ENABLE_DST_DATA_BUS  DATA_BUS[2]       -0.25                          7
final                 ENABLE_DST_DATA_BUS  DATA_BUS[2]       -0.23                          7
after global routing  ENABLE_DST_DATA_BUS  DATA_BUS[6]       -0.31                          7
-- through the flow --
stage               std cells  area [µm²]
floorplan                  94       691.9
global placement          302        2330
detailed placement        302        2330
CTS                       312        2411
global route              313        2469
finish                    313        2469
-- layout make-up --
| type | count | area, µm² |
|---|---|---|
| Fill cell | 346 | 1503 |
| Tap cell | 50 | 62.56 |
| Antenna cell | 1 | 2.502 |
| Timing Repair Buffer | 182 | 1714 |
| Multi-Input combinational cell | 80 | 689.4 |
-- where the power goes --
group | total, mW | switching (mW) | internal [mW]
registers | 0 | 0 | 0
logic | 0.784 | 0.237 | 0.547
clock network | 0.000000111 | 0 | 0.000000111
total | 0.784 | 0.237 | 0.547
-- routing by layer --
| metal | wire (µm) | vias to the layer above | global-route usage, % |
|---|---|---|---|
| li1 | - | 753 | - |
| met1 | 2367 | 685 | 18.67 |
| met2 | 2880 | 90 | 28.15 |
| met3 | 615 | 8 | 6.693 |
| met4 | 97 | 0 | 1.826 |
| met5 | 0 | - | 0 |
-- what timing repair did --
action,CTS,global route
buffers inserted,8,0
setup endpoints to repair,16,16
resized,168,20
pin swaps,42,39
cloned,2,0
No activity file was given, so power comes from the tool's default toggle rates.
