<file path="flow/run.sh">
#!/bin/bash
# OpenROAD 26Q1-2900-gdf79404cd8, Yosys 0.63+post, stock flow scripts
make -C /OpenROAD-flow-scripts/flow DESIGN_CONFIG=/design/flow/config.mk WORK_HOME=/design/flow/orfs finish
</file>
<file path="flow/config.mk">
export PLATFORM = sky130hd
export DESIGN_NAME = ALU
export DESIGN_NICKNAME = ALU
export VERILOG_FILES = /design/flow/design.v
export SDC_FILE = /design/flow/constraint.sdc
export NUM_CORES = 4
export LEC_CHECK = 1
export CORE_UTILIZATION = 50
export SYNTH_HDL_FRONTEND = slang
</file>
<file path="flow/constraint.sdc">
current_design ALU

set clk_period 16.1
set clk_io_pct 0.2

create_clock -name clk0 -period $clk_period [get_ports {CLK}]

set non_clock_inputs [all_inputs -no_clocks]
set_input_delay [expr $clk_period * $clk_io_pct] -clock clk0 $non_clock_inputs
set_output_delay [expr $clk_period * $clk_io_pct] -clock clk0 [all_outputs]
</file>
<file path="flow/design.v">
module ALU (
	input  wire [15:0] LEFT,
	input  wire [15:0] RIGHT,
	input  wire        CLK,
	input  wire        RST,
	input  wire        SHR,
	input  wire        SHL,
	input  wire        ADD,
	input  wire        SUB,
	input  wire        AND,
	input  wire        ORR,
	input  wire        XOR,
	input  wire        CMP,
	output wire [15:0] RESULT,
	output reg         FLAG_ZERO,
	output reg         FLAG_EQUAL,
	output reg         FLAG_GREATER_THAN,
	output reg         FLAG_LESS_THAN
);
wire [15:0] A_SHIFT_RIGHT = LEFT >> 1;
wire [15:0] A_SHIFT_LEFT  = LEFT << 1;
wire [15:0] A_PLUS_B      = LEFT + RIGHT;
wire [15:0] A_MINUS_B     = LEFT - RIGHT;
wire [15:0] A_AND_B       = LEFT & RIGHT;
wire [15:0] A_ORR_B       = LEFT | RIGHT;
wire [15:0] A_XOR_B       = LEFT ^ RIGHT;
assign RESULT = (SHR) ? A_SHIFT_RIGHT :
                (SHL) ? A_SHIFT_LEFT  :
                (ADD) ? A_PLUS_B      :
                (SUB) ? A_MINUS_B     :
                (AND) ? A_AND_B       :
                (ORR) ? A_ORR_B       :
                (XOR) ? A_XOR_B       : 16'd0;
always @(posedge CLK) begin
	if (RST) begin
		FLAG_ZERO         <= 1'b0;
		FLAG_EQUAL        <= 1'b0;
		FLAG_GREATER_THAN <= 1'b0;
		FLAG_LESS_THAN    <= 1'b0;
	end
	else if (CMP) begin
		FLAG_ZERO         <= (LEFT == 16'd0);
		FLAG_EQUAL        <= (LEFT == RIGHT);
		FLAG_GREATER_THAN <= (LEFT >  RIGHT);
		FLAG_LESS_THAN    <= (LEFT <  RIGHT);
	end
end
endmodule
</file>
==> flow_metrics.env <==
# physical design summary
export IMPL_status="completed"
export IMPL_die_width_um=80.2
export IMPL_syn_avg_cell_area_um2=6.74
export IMPL_slowest_delay_ns=0.54
export IMPL_synth_cell_types=67
export IMPL_crit_chain="clkdlybuf4s50_1, inv_1, ha_1, fa_1, nor2_1, o221ai_1, a21o_1, a311oi_1, o211a_1, a211oi_1, o311ai_0, clkdlybuf4s50_1"
export IMPL_maxCapViolCount=0
export IMPL_cts_inserted_buffers=3
export IMPL_ys_flops=4
export IMPL_routabilityCongestion=0.973
export IMPL_crit_family="AND-OR/OR-AND gates"
export IMPL_post_cts_buffers=0
export IMPL_min_to="FLAG_GREATER_THAN$_SDFFE_PP0P_"
export IMPL_clk_pin_slew_ns=0.03
export IMPL_placementRows=28
export IMPL_cts_htree_levels=1
export IMPL_crit_path_start_kind="primary input"
export IMPL_ioPinCount=62
export IMPL_die_h_um=80.2
export IMPL_cts_resized=0
export IMPL_grt_pass1_vias=3139
export IMPL_yosysChipArea_um2=3060
export IMPL_r2r_slack_ns=15.45
export IMPL_path_max_fanout=4
export IMPL_cpMaxStageDelayCell="clkdlybuf4s50_1"
export IMPL_tns_ns=0
export IMPL_grt_pass1_wl_um=15900
export IMPL_clkLatencyLatePin_ns=0.21
export IMPL_max_slew_margin_pct=45.8
export IMPL_yosys_area_top_type="ha_1"
export IMPL_cts_tree="done"
export IMPL_wl_per_cell_um=17.4
export IMPL_io_buffers=61
export IMPL_viasPerCell=6.16
export IMPL_layout_top_cells="clkdlybuf4s50_1 (61), ha_1 (49), inv_1 (48), nor2_1 (48), a21oi_1 (47)"
export IMPL_max_freq_mhz=102
export IMPL_drive_gt1_share_pct=7.23
export IMPL_hp_start="FLAG_GREATER_THAN$_SDFFE_PP0P_"
export IMPL_p_leak_nw=1.64
export IMPL_drtPass1Iterations=5
export IMPL_num_vias=3532
export IMPL_hold_buffers=0
export IMPL_critPathArrivalTime_ns=6.55
export IMPL_floorplan_core_util_pct=51.7
export IMPL_power_density_nw_per_um2=40.1
export IMPL_async_reset_ff_share_pct=0
export IMPL_cpMostUsedCell="clkdlybuf4s50_1"
export IMPL_ir_drop_v=0.0000667
export IMPL_cts_buffer_depth=2
export IMPL_lay_top_count="clkdlybuf4s50_1"
export IMPL_worst_pin_slew_ns=0.810
export IMPL_n_fill_cell=572
export IMPL_worstHoldPathType="register to register"
export IMPL_antenna_found_initial=0
export IMPL_rsz0062_at_grt="no"
export IMPL_die_area_um2=6440
export IMPL_netlist_area_um2=3060
export IMPL_whs_ns=0.470
export IMPL_end_kind="output port"
export IMPL_drt_iter0_markers=311
export IMPL_antenna_diode_count=0
export IMPL_yosys_most_used_dff="dfxtp_1"
export IMPL_worst_path_buf_inv=3
export IMPL_r2r_start="FLAG_LESS_THAN$_SDFFE_PP0P_"
export IMPL_setup_violations=0
export IMPL_top_cell_area_share_pct=20.0
export IMPL_grtUsageTotal_pct=32.3
export IMPL_min_period_ns=9.77
export IMPL_worstRegToRegCells=3
export IMPL_hpwl_um=7350
export IMPL_syn_inst=454
export IMPL_clock_sinks=4
export IMPL_root_buffer="clkbuf_8"
export IMPL_warnings=59
export IMPL_synth_edff_count=0
export IMPL_wl_um=9950
export IMPL_post_route_drc_count=0
export IMPL_path_class="primary input to output port"
export IMPL_hold_depth=2
export IMPL_overflow=0
export IMPL_syn2layout_area_growth_pct=21.8
export IMPL_yosys_warnings=0
export IMPL_timing_final_crit_share_pct=60.7
export IMPL_grt_max_degree=33
export IMPL_netlist_top_cells_area="ha_1 (20%), a21oi_1 (7.7%), inv_1 (5.9%)"
export IMPL_fin_util_pct=63.0
export IMPL_synth_seq_share_pct=2.62
export IMPL_ys_cells=454
export IMPL_core_area_um2=5920
export IMPL_required_ns=12.88
export IMPL_rr_endpoint="FLAG_LESS_THAN$_SDFFE_PP0P_"
export IMPL_finClkSkew_ns=0
export IMPL_slew_violations=0
export IMPL_antenna_left=0
export IMPL_hold_viol=0
per-layer routing:
layer	vias to the layer above	share of wire (%)	GRT usage, %
met5	-	0	0
li1	1731	-	-
met1	1599	46	48.8
met2	184	43	49.1
met3	18	8.6	3.69
met4	0	1.9	6.96
cell type report:
cell class	instances	area, µm²	share of cell area, %
Sequential cell	4	80.1	2.15
Inverter	50	188	5.04
Clock buffer	3	41.3	1.11
Tap cell	75	93.8	2.52
Multi-Input combinational cell	374	2670	71.6
Timing Repair Buffer	67	656	17.6
cells by family (layout without fill, tap and decap cells):
family                   Yosys count  count (layout)  share of synthesized area, %
adder cells (fa/ha/maj)           51              51                          21.3
AND/OR/NAND/NOR                  144             144                          21.6
flip-flops                         4               4                          2.62
multiplexers                      21              21                          7.44
buffers and inverters             76             120                          10.2
AND-OR/OR-AND                    151             151                          34.8
XOR/XNOR                           7               7                          2.00
per-stage QoR:
stage               cells  power [mW]  instance area, µm²  worst slack [ns]
CTS                   573       0.149                3730              6.37
detailed placement    570       0.127                3690              6.39
global route          573       0.162                3730              6.02
floorplan             454      0.0860                3060              7.81
global placement      570       0.127                3690              6.43
finish                573       0.150                3730              6.33
worst min-delay path: stages, from the launching register on:
cell and delay [ns]:
dfxtp_1 0.30, nand2_1 0.06, a21oi_1 0.06
sequential cells by signal, indices dropped and copies added (netlist names):
register	flops
FLAG_EQUAL	1
FLAG_GREATER_THAN	1
FLAG_LESS_THAN	1
FLAG_ZERO	1
synthesized netlist by cell type (5+ instances only):
library cell  count
ha_1             49
inv_1            48
nor2_1           48
a21oi_1          47
nand2_1          45
o21ai_0          23
clkbuf_1         14
mux2_2           14
nand3_1           8
nor3_1            8
mux2i_1           7
xnor2_1           7
buf_2             6
nand2b_1          6
nor4_1            6
o211ai_1          6
a211oi_1          5
a21o_1            5
a221oi_1          5
o21bai_1          5
o221ai_1          5
power breakdown:
part / total (mW) / internal, mW / leakage, nW / switching [mW]
clock: 0.0209 / 0.0159 / 0.0216 / 0.00500
combinational: 0.118 / 0.0542 / 1.58 / 0.0638
sequential: 0.0107 / 0.0105 / 0.0328 / 0.000223
worst max path at each step:
| stage | startpoint | end | slack (ns) | cells after the start |
|---|---|---|---|---|
| final | LEFT[0] | RESULT[10] | 6.33 | 12 |
| after global routing | LEFT[0] | RESULT[10] | 6.02 | 12 |
| after CTS | LEFT[0] | RESULT[10] | 6.37 | 12 |
Power figures rest on the tool's default switching activity, not on a simulated workload.
