<file path="./design.v">
module CONTROL_ROM (
	input  wire [7:0]  instruction,
	input  wire [1:0]  micro_counter,
	input  wire        flags_valid,
	output wire [31:0] control_lines
);
reg  [31:0] rom_data;
wire [6:0]  rom_input = {instruction[4:0], micro_counter};
always @(*) begin
	case (rom_input)
		7'd0   : rom_data = 32'd51264;
		7'd1   : rom_data = 32'd51232;
		7'd2   : rom_data = 32'd536870928;
		7'd3   : rom_data = 32'd0;
		7'd4   : rom_data = 32'd51264;
		7'd5   : rom_data = 32'd51232;
		7'd6   : rom_data = 32'd536903688;
		7'd7   : rom_data = 32'd0;
		7'd8   : rom_data = 32'd51264;
		7'd9   : rom_data = 32'd51232;
		7'd10  : rom_data = 32'd268501000;
		7'd11  : rom_data = 32'd0;
		7'd12  : rom_data = 32'd51264;
		7'd13  : rom_data = 32'd604012544;
		7'd14  : rom_data = 32'd0;
		7'd15  : rom_data = 32'd0;
		7'd16  : rom_data = 32'd51264;
		7'd17  : rom_data = 32'd335609856;
		7'd18  : rom_data = 32'd0;
		7'd19  : rom_data = 32'd0;
		7'd20  : rom_data = 32'd51264;
		7'd21  : rom_data = 32'd671088640;
		7'd22  : rom_data = 32'd0;
		7'd23  : rom_data = 32'd0;
		7'd24  : rom_data = 32'd51264;
		7'd25  : rom_data = 32'd553648128;
		7'd26  : rom_data = 32'd0;
		7'd27  : rom_data = 32'd0;
		7'd28  : rom_data = 32'd51264;
		7'd29  : rom_data = 32'd545259520;
		7'd30  : rom_data = 32'd0;
		7'd31  : rom_data = 32'd0;
		7'd32  : rom_data = 32'd51264;
		7'd33  : rom_data = 32'd51232;
		7'd34  : rom_data = 32'd541065220;
		7'd35  : rom_data = 32'd0;
		7'd36  : rom_data = 32'd51264;
		7'd37  : rom_data = 32'd574619648;
		7'd38  : rom_data = 32'd0;
		7'd39  : rom_data = 32'd0;
		7'd40  : rom_data = 32'd51264;
		7'd41  : rom_data = 32'd572522496;
		7'd42  : rom_data = 32'd0;
		7'd43  : rom_data = 32'd0;
		7'd44  : rom_data = 32'd51264;
		7'd45  : rom_data = 32'd571473920;
		7'd46  : rom_data = 32'd0;
		7'd47  : rom_data = 32'd0;
		7'd48  : rom_data = 32'd51264;
		7'd49  : rom_data = 32'd570949632;
		7'd50  : rom_data = 32'd0;
		7'd51  : rom_data = 32'd0;
		7'd52  : rom_data = 32'd51264;
		7'd53  : rom_data = 32'd570687488;
		7'd54  : rom_data = 32'd0;
		7'd55  : rom_data = 32'd0;
		7'd56  : rom_data = 32'd51264;
		7'd57  : rom_data = 32'd33685504;
		7'd58  : rom_data = 32'd0;
		7'd59  : rom_data = 32'd0;
		7'd60  : rom_data = 32'd51264;
		7'd61  : rom_data = 32'd536870914;
		7'd62  : rom_data = 32'd0;
		7'd63  : rom_data = 32'd0;
		7'd64  : rom_data = 32'd51264;
		7'd65  : rom_data = 32'd1;
		7'd66  : rom_data = 32'd0;
		7'd67  : rom_data = 32'd0;
		7'd68  : rom_data = 32'd51264;
		7'd69  : rom_data = 32'd51232;
		7'd70  : rom_data = 32'd8208;
		7'd71  : rom_data = 32'd0;
		7'd72  : rom_data = 32'd51264;
		7'd73  : rom_data = 32'd51232;
		7'd74  : rom_data = 32'd70784;
		7'd75  : rom_data = 32'd8208;
		7'd76  : rom_data = 32'd51264;
		7'd77  : rom_data = 32'd512;
		7'd78  : rom_data = 32'd41088;
		7'd79  : rom_data = 32'd0;
		7'd80  : rom_data = 32'd51264;
		7'd81  : rom_data = 32'd536871168;
		7'd82  : rom_data = 32'd0;
		7'd83  : rom_data = 32'd0;
		7'd84  : rom_data = 32'd51264;
		7'd85  : rom_data = 32'd268502144;
		7'd86  : rom_data = 32'd0;
		7'd87  : rom_data = 32'd0;
		7'd88  : rom_data = 32'd51264;
		7'd89  : rom_data = 32'd512;
		7'd90  : rom_data = 32'd536903808;
		7'd91  : rom_data = 32'd0;
		7'd92  : rom_data = 32'd51264;
		7'd93  : rom_data = 32'd0;
		7'd94  : rom_data = 32'd0;
		7'd95  : rom_data = 32'd0;
		7'd96  : rom_data = 32'd51264;
		7'd97  : rom_data = 32'd0;
		7'd98  : rom_data = 32'd0;
		7'd99  : rom_data = 32'd0;
		7'd100 : rom_data = 32'd51264;
		7'd101 : rom_data = 32'd0;
		7'd102 : rom_data = 32'd0;
		7'd103 : rom_data = 32'd0;
		7'd104 : rom_data = 32'd51264;
		7'd105 : rom_data = 32'd0;
		7'd106 : rom_data = 32'd0;
		7'd107 : rom_data = 32'd0;
		7'd108 : rom_data = 32'd51264;
		7'd109 : rom_data = 32'd0;
		7'd110 : rom_data = 32'd0;
		7'd111 : rom_data = 32'd0;
		7'd112 : rom_data = 32'd51264;
		7'd113 : rom_data = 32'd0;
		7'd114 : rom_data = 32'd0;
		7'd115 : rom_data = 32'd0;
		7'd116 : rom_data = 32'd51264;
		7'd117 : rom_data = 32'd0;
		7'd118 : rom_data = 32'd0;
		7'd119 : rom_data = 32'd0;
		7'd120 : rom_data = 32'd51264;
		7'd121 : rom_data = 32'd0;
		7'd122 : rom_data = 32'd0;
		7'd123 : rom_data = 32'd0;
		7'd124 : rom_data = 32'd51264;
		7'd125 : rom_data = 32'd0;
		7'd126 : rom_data = 32'd0;
		7'd127 : rom_data = 32'd0;
		default: rom_data = 32'd0;
	endcase
end
wire [31:0] always_allowed_control_lines;
assign always_allowed_control_lines[31:16] = 16'd0;
assign always_allowed_control_lines[15]    = rom_data[15];  
assign always_allowed_control_lines[14]    = rom_data[14];  
assign always_allowed_control_lines[13:12] = 2'd0;
assign always_allowed_control_lines[11]    = rom_data[11];  
assign always_allowed_control_lines[10:7]  = 4'd0;
assign always_allowed_control_lines[6]     = rom_data[6];   
assign always_allowed_control_lines[5]     = rom_data[5];   
assign always_allowed_control_lines[4:0]   = 5'd0;
assign control_lines = (flags_valid)? rom_data : always_allowed_control_lines;
endmodule
</file>
<file path="./run.sh">
#!/bin/bash
# OpenROAD 26Q1-2900-gdf79404cd8, Yosys 0.63+post, stock flow scripts
make -C /OpenROAD-flow-scripts/flow DESIGN_CONFIG=/design/flow/config.mk WORK_HOME=/design/flow/orfs finish
</file>
<file path="./config.mk">
export PLATFORM = sky130hd
export DESIGN_NAME = CONTROL_ROM
export DESIGN_NICKNAME = CONTROL_ROM
export VERILOG_FILES = /design/flow/design.v
export SDC_FILE = /design/flow/constraint.sdc
export NUM_CORES = 4
export LEC_CHECK = 1
export CORE_AREA = 10 10 84 84
export DIE_AREA = 0 0 94 94
export SYNTH_HDL_FRONTEND = slang
</file>
<file path="./constraint.sdc">
current_design CONTROL_ROM

set clk_period 3.7
set clk_io_pct 0.2

create_clock -name clk0 -period $clk_period

set non_clock_inputs [all_inputs -no_clocks]
set_input_delay [expr $clk_period * $clk_io_pct] -clock clk0 $non_clock_inputs
set_output_delay [expr $clk_period * $clk_io_pct] -clock clk0 [all_outputs]
</file>
==> results.yml <==
# physical design summary
pwr:
  peakVddDrop_mv: 0.0292
  p_sw_uw: 39.5
  switching_share_pct: 49.0
  internal_power_uw: 41.0
  p_leak_nw: 0.382
  powerDensity_nw_per_um2: 72.9
  combPwrFrac_pct: 100.0
  pwr-share-clk_pct: 0
  seqPwrFrac_pct: 0
synthesis:
  ys_seq_share_pct: 0
  synth_cells: 106
  synth_warnings: 0
  ys_cells: 106
  syn_area_per_cell_um2: 6.36
  yosys_area_um2: 674
  synth.distinct_cells: 36
  synthesis.area_um2: 674
floorplanning:
  ioPinCount: 43
  coreArea_um2: 5200
  die_h_um: 94
  rows: 26
  fp_util_pct: 13.0
  die_area_um2: 8840
  die_width_um: 94
clocking:
  holdBufCountCts: 0
  post-cts-setup-buffers: 0
  cts_resized: 0
detailed_routing:
  dr.pass1.iters: 4
  route.detailed.drc: 0
  routed-wl-met3_um: 229
  vias: 837
  antenna_left: 0
  dr.first_iter.drc_count: 75
  highest_layer: "met3"
  wl_per_cell_um: 13.0
  met1_length_um: 1270
  drt-total-wl_um: 2750
  met2_length_um: 1260
  diodes: 0
  via_per_inst: 3.95
hold_path:
  min_path_type: "in2out"
  whs_path_depth: 4
  whs_endpoint: "control_lines[23]"
  min_from: "instruction[0]"
timing:
  rsz0062_at_grt: "false"
  hold-worst-slack_ns: 2.36
  hold_violations: 0
  final.setup.tns_ns: 0
  timing.final.crit_share_pct: 93.7
  slew_violations: 0
  max_freq_mhz: 289
  setup-violations-final: 0
  finalCriticalPeriod_ns: 3.47
placed_design:
  io_buffers: 38
  dp_hpwl_um: 2310
  dpl_cell_area_um2: 1100
  globalplace.congestion: 0.857
grt:
  antenna_found_initial: 0
  grt_pass1_wl_um: 4340
  overflow: 0
  grt_use_total_pct: 6.03
  grt_pass1_vias: 831
  grt_max_degree: 14
job:
  warning_count: 35
  cap_viol_max_count: 0
finish:
  seq_cells: 0
  syn_to_final_growth_pct: 63.6
  clkbuf_count: 0
  seqCellArea_um2: 0
  post-route-cell-area_um2: 1100
  final_layout_size_suffix_gt1_share_pct: 14.8
status:
  status: "finished clean"
setup_path:
  crit_arrival_ns: 2.73
  crit_type: "in2out"
  cp-start-kind: "primary input"
  crit_fanout: 12
  required_ns: 2.96
  crit_path_start: "instruction[1]"
  endpoint_kind: "primary output"
-- metal layers --
layer	track usage, %	up-vias
met4	0	0
met5	0	-
met2	10.4	36
li1	-	437
met3	0.808	0
met1	8.25	364
-- logic make-up (layout without fill, tap and decap cells) --
group | count (synthesis) | count (layout) | share of synthesized area [%]
AOI/OAI and AO/OA | 21 | 21 | 21.0
xor gates and xnor gates | 4 | 4 | 5.20
buffers and inverters | 16 | 51 | 20.0
other | 1 | 2 | 0.556
and+or+nand+nor | 64 | 64 | 53.2
-- synth_stat cells, drive strengths merged (2+ instances only) --
master,count,share of area (%)
nor2,21,12
buf,10,12
nand2,8,4.5
nand2b,7,8.7
nor3,6,4.5
a21oi,5,3.7
clkbuf,4,7.2
nand3,4,3.0
nand3b,4,4.5
o21a,4,4.5
o22ai,3,2.8
or2,3,2.8
and2b,2,2.6
inv,2,1.1
nor2b,2,1.9
nor3b,2,2.2
o21ai,2,1.5
or3,2,2.8
xnor2,2,2.6
xor2,2,2.6
-- critical path: stages --
cell and delay, ns:
clkdlybuf4s50_1 0.57, buf_4 0.26, or3_4 0.42, o21a_1 0.18, nor2_1 0.08, clkdlybuf4s50_1 0.47
-- layout make-up --
cell class | instances | area [um^2]
multi-input combinational | 91 | 543
inverter | 2 | 7.51
fill | 604 | 4100
timing repair buffer | 49 | 465
tap | 70 | 87.6
-- how the worst max path moves through the flow --
stage / endpoint / slack (ns)
after CTS: control_lines[10] / 0.11
after global routing: control_lines[15] / 0.1
final: control_lines[10] / 0.23
-- through the flow --
| stage | power (mW) | std cells | utilization [%] | worst slack (ns) |
|---|---|---|---|---|
| floorplan | 0.0527 | 107 | - | 1.26 |
| global placement | 0.0810 | 212 | 21.2 | 0.105 |
| detailed placement | 0.0811 | 212 | 21.2 | 0.113 |
| CTS | 0.0815 | 212 | 21.2 | 0.109 |
| global route | 0.0900 | 212 | 21.2 | 0.0994 |
| finish | 0.0805 | 212 | 21.2 | 0.234 |
-- cell usage in the layout, fill, tap and decap left out, types with 2 or more instances in the layout --
cell type,n
clkdlybuf4s50_1,37
nor2_1,21
buf_4,11
nand2_1,8
nor3_1,6
nand2b_1,5
a21oi_1,5
o21a_1,4
nand3_1,4
nand3b_1,4
or2_2,3
o22ai_1,3
xor2_1,2
nor2b_1,2
nor3b_1,2
inv_1,2
xnor2_1,2
nand2b_4,2
and2b_2,2
o21ai_0,2
conb_1,2
-- power by group through the flow --
stage         clock (mW)  combinational [mW]  sequential, mW
CTS                    0              0.0815               0
global route           0              0.0900               0
finish                 0              0.0805               0
Power is estimated from default activity; no workload was simulated.
